==> flow/design.v <==
`timescale 1ns / 1ps
module adder_speck(ain1,
             ain2,
             add_out
    );
    input [63:0] ain1;
    input [63:0] ain2;
    output [63:0] add_out;
    assign add_out = ain1+ain2;
endmodule
`timescale 1ns / 1ps
module reg_speck(din,
                 dout,
                 clk,
                 reset
    );
    input[63:0] din;
    input clk,reset;
    output reg [63:0] dout;
    always @ (posedge clk or posedge reset)
    begin
         if (reset)
         dout <=64'd0;
         else
         dout <= din;
    end
endmodule
`timescale 1ns / 1ps
module SPECK_HASH_DATAPATH( X,
                    reset8,
                    reset4,
                    reset_reg,
                    reset_counter,
                    clk,
                    H1,
                    K1,
                    Y1,
                    hout,
                    ld,ld1,
                    eqz4_9,
                    eqz2_0,
                    eqz4_1,
                    wr,
                    rd,
                    en
    );
    input [63:0] X,H1,K1,Y1;
    input clk,reset8,reset4,reset_reg,reset_counter,wr,rd,en;
    output [3:0] hout;
    output eqz4_9,eqz2_0,eqz4_1;
    input ld,ld1;
    wire [63:0] X_out,Y_out,H_final;
    wire[63:0] H;
    wire[63:0] mtoxw,mtoyw,mtohw,mjky;
    wire[63:0] w1,w2,w3,w4,w5,w7,w10,w11;
    wire[63:0] w21,w22,w23,w24,w25,w26,w27,w28,w29,ww;
    wire[63:0] w6,w8;
    wire[2:0] w13;
    wire[1:0] w33;
    wire[3:0] uc3,add01;
    counter_4bit_up_speck up_counter (.q(uc3),.reset(reset4),.clk(clk));  
    counter_4bit_up_speck uc4 (.q(add01),.reset(reset_counter),.clk(clk));  
    counter_2bit_down_speck dch (.q(w33),.clk(clk),.reset(reset4));  
    counter_3bit_down_speck dc (.q(w13),.clk(clk),.reset(reset8));    
    mux2to1_speck m1(.in1(X),.in2(w6),.ld(ld),.out(mtoxw));
    mux2to1_speck m2(.in1(Y1),.in2(w8),.ld(ld),.out(mtoyw));
    reg_speck   regx  (.din(mtoxw),.dout(w1),.clk(clk),.reset(reset_reg)); 
    reg_speck   regy  (.din(mtoyw),.dout(w2),.clk(clk),.reset(reset_reg)); 
    reg_speck   regk1 (.din(K1),.dout(w5),.clk(clk),.reset(reset_reg));  
    shift_right_speck sr  (.in(w1),.out(w3));    
    adder_speck add       (.ain1(w3),.ain2(w2),.add_out(w4));   
    assign w6 = w4 ^ w5;   
    shift_left_speck sl   (.in(w2),.out(w7));   
    assign w8 = w6 ^ w7;  
    buffer_speck bf1      (.in1(w6),.out(w10),.ld(|w13),.reset(reset_reg),.clk(clk));  
    buffer_speck bf2      (.in1(w8),.out(w11),.ld(|w13),.reset(reset_reg),.clk(clk));  
    reg_speck finalx (.din(w10),.dout(X_out),.clk(clk),.reset(reset_reg));     
    reg_speck finaly (.din(w11),.dout(Y_out),.clk(clk),.reset(reset_reg));     
    assign H = w10 ^ w11;    
    assign H_final = H ^ H1;  
    mux2to1_speck mh          (.in1(H_final),.in2(ww),.ld(ld1),.out(w21));  
    shift_right_speck sr1     (.in(w21),.out(w23));   
    shift_left_speck sl1     (.in(w21),.out(w25));    
    adder_speck     add1      (.ain1(w23),.ain2(w5),.add_out(w24)); 
    assign w26  = w24 ^ w25;   
    reg_speck   addh    (.din(w26),.dout(ww),.clk(clk),.reset(reset_reg));  
    buffer_speck bf1h      (.in1(ww),.out(w28),.ld(|w33),.reset(reset_reg),.clk(clk));  
    eqz_comparing_0_speck EQZ_COMPARED_0_speck (.eqz(eqz2_0), .data(w33));  
    eqz_comparing_1_speck EQZ_COMPARED_1_speck (.eqz(eqz4_1), .data(add01));  
    eqz_comparing_9_speck EQZ_COMPARED_9_speck (.eqz(eqz4_9), .data(uc3));   
    write_read_final_speck_memory final_value (.clk(clk),.wr(wr),.rd(rd),.en(en),.in1(w28),.out1(hout),.addo(add01));  
endmodule
`timescale 1ns / 1ps
module buffer_speck(in1,
              out,
              clk,
              ld,
              reset
    );
    input [63:0] in1;
    input ld;
    input clk,reset;
    output [63:0] out;
    reg [63:0] m2r;
    always@(*)
    begin
    if(!ld)
        m2r = in1;
    end
    assign out = m2r;    
endmodule
`timescale 1ns / 1ps
module counter_2bit_down_speck (q,
                    clk,
                    reset
    );
    output reg[1:0] q;
    input clk,reset;
    always @(posedge clk or posedge reset)
    begin
        if(reset)
            q = 2'b00;
        else
            q = q-1;
    end
endmodule
`timescale 1ns / 1ps
module counter_3bit_down_speck(q,
                    clk,
                    reset
    );
    output reg[2:0] q;
    input clk,reset;
    always @(posedge clk or posedge reset)
    begin
        if(reset)
            q = 3'b000;
        else
            q = q-1;
    end
endmodule
`timescale 1ns / 1ps
module counter_4bit_up_speck (q,reset,clk
    );
     output [3:0] q;
    input clk,reset;
    reg[3:0] temp_q;
    assign q=temp_q;
    always @(posedge clk, posedge reset)
    begin
        if(reset)
            temp_q <= 4'b0000;
        else
           temp_q <= q+1;
    end
endmodule
`timescale 1ns / 1ps
module eqz_comparing_0_speck (eqz, data); 
  input [1:0] data; 
  output eqz;
   assign eqz =(data == 2'b00); 
endmodule 
`timescale 1ns / 1ps
module eqz_comparing_1_speck (eqz, data); 
  input [3:0] data; 
  output eqz;
   assign eqz =(data == 4'b1111); 
endmodule 
`timescale 1ns / 1ps
module eqz_comparing_9_speck (eqz, data); 
  input [3:0] data; 
  output eqz;
   assign eqz =(data == 4'b1001); 
endmodule 
`timescale 1ns / 1ps
module mux2to1_speck(in1,
               in2,
               ld,
               out
    );
    input[63:0] in1,in2;
    input ld;
    output reg [63:0] out;
    always@(*)
    begin
    if(!ld)
        out = in1;
    else
        out = in2;
    end
endmodule
`timescale 1ns / 1ps
module shift_left_speck(in,
                  out
    );
    input[63:0] in;
    output[63:0] out;
    assign out = (in<<2);
endmodule
`timescale 1ns / 1ps
module shift_right_speck(in,
                   out
    );
    input[63:0] in;
    output[63:0] out;
    assign out = (in>>7);
endmodule
`timescale 1ns / 1ps
module write_read_final_speck_memory(
                input clk,wr,rd,en,
                input[63:0] in1,
                input[3:0] addo,
                output [3:0] out1
       );
       reg [3:0] speck_mem[0:15];
       reg[3:0] temp_out;
      assign out1=temp_out;
 always @(negedge clk)
  begin
    if(wr && !rd && en)
        begin
        speck_mem[15]  <= in1[3:0];
        speck_mem[14]  <= in1[7:4];
        speck_mem[13]  <= in1[11:8];
        speck_mem[12]  <= in1[15:12];
        speck_mem[11]  <= in1[19:16];
        speck_mem[10]  <= in1[23:20];
        speck_mem[9]  <= in1[27:24];
        speck_mem[8]  <= in1[31:28];
        speck_mem[7]  <= in1[35:32];
        speck_mem[6]  <= in1[39:36];
        speck_mem[5] <= in1[43:40];
        speck_mem[4] <= in1[47:44];
        speck_mem[3] <= in1[51:48];
        speck_mem[2] <= in1[55:52];
        speck_mem[1] <= in1[59:56];
        speck_mem[0] <= in1[63:60];
        end
     else if (rd && !wr && en)
     begin
        temp_out <= speck_mem[addo];
     end
    end
endmodule
==> flow/run.sh <==
#!/bin/bash
# OpenROAD 26Q1-2900-gdf79404cd8, Yosys 0.63+post, stock flow scripts
make -C /OpenROAD-flow-scripts/flow DESIGN_CONFIG=/design/flow/config.mk WORK_HOME=/design/flow/orfs finish
==> flow/config.mk <==
export PLATFORM = sky130hd
export DESIGN_NAME = SPECK_HASH_DATAPATH
export DESIGN_NICKNAME = SPECK_HASH_DATAPATH
export VERILOG_FILES = /design/flow/design.v
export SDC_FILE = /design/flow/constraint.sdc
export NUM_CORES = 4
export LEC_CHECK = 1
export CORE_UTILIZATION = 40
==> flow/constraint.sdc <==
current_design SPECK_HASH_DATAPATH

set clk_period 25.1
set clk_io_pct 0.2

create_clock -name clk0 -period $clk_period [get_ports {clk}]

set non_clock_inputs [all_inputs -no_clocks]
set_input_delay [expr $clk_period * $clk_io_pct] -clock clk0 $non_clock_inputs
set_output_delay [expr $clk_period * $clk_io_pct] -clock clk0 [all_outputs]
==> impl_metrics.csv <==
group,metric,value,unit
layout,mostFrequentLayoutCell,"xnor2_1",
timing,relSlewSlack,35.8,%
logic_synthesis,synth_cell_types,88,
route,dr.pass1.iters,5,
hold_path,whs_path_depth,1,
logic_synthesis,syn_avg_cell_area,10.5,um2
setup_path,crit_required,20.08,ns
logic_synthesis,aoi_share,14.6,%
timing,rsz0062_at_grt,"no",
setup_path,cp_slowest_stage_delay,0.45,ns
clocking,cts_resized,0,
setup_path,path_cells,"clkdlybuf4s50_1",
route,wirelength,70000,um
clocking,numCtsBuffers,43,
setup_path,crit_path_start_kind,"flop",
grt,grt_max_degree,82,
grt,use_met2,35.7,%
timing,worst_pin_slew,0.954,ns
grt,met1_usage,37.3,%
flow_run,warnings,117,
setup_path,r2r_cells,5,
setup_path,rr_startpoint,"uc4.temp_q[0]",
placed_design,dpl-instance-area,0.0278,mm2
setup_path,critical_path.slowest_cell,"clkdlybuf4s50_1",
placed_design,globalplace.congestion,0.939,
grt,overflow,0,
route,drt_iter0_drc,1104,
logic_synthesis,synth_stat.cells,2325,
route,ant_nets,0,
timing,untimed_endpoints,252,
placed_design,port_buffers,265,
logic_synthesis,synth-xor-area-share,16.0,%
logic_synthesis,ys.flop_type,"dfrtp_1",
setup_path,path_delay_family,"buffers and inverters",
clocking,postCtsSetupBuffers,0,
floorplanning,dieArea,0.0621,mm2
logic_synthesis,ys_area,0.0244,mm2
clocking,cts.htree.levels,2,
hold_path,hp-class,"flop to flop",
logic_synthesis,logic_family,"XOR/XNOR gates",
timing,final_max_slew_viol_count,0,
logic_synthesis,edf_count,68,
timing,unclocked_pins,188,
clocking,clk-insertion-delay-late,0.62,ns
logic_synthesis,syn_inst,2325,
logic_synthesis,synth-adder-area-share,7.07,%
hold_path,worstHoldStart,"dch.q[0]",
flow_run,cap_violations,0,
clocking,cts_tree,"done",
logic_synthesis,mux_area_share,4.78,%
layout,final_cell_area,0.0295,mm2
hold_path,hold_path_end,"dch.q[0]",
floorplanning,io_pins,273,
grt,grt_pass1_vias,18033,
timing,tns,0,ns
route,wl_per_cell,20.4,um
floorplanning,core,0.0604,mm2
route,drc,0,
clocking,cts_root_buf,"clkbuf_16",
grt,grt_pass1_wl,108000,um
setup_path,reg2reg_to,"final_value.temp_out[1]",
run_status,status,"finished clean",
floorplanning,fp_util,40.5,%
timing,clock_skew,0.0382,ns
clocking,cts_hold_buf,0,
route,avgViaCountPerCell,5.21,
grt,use_met3,3.87,%
logic_synthesis,syn_area,0.0244,mm2
timing,hold_viol,0,
layout,area_growth_syn_to_layout,20.7,%
layout,most-common-layout-cells,"275 x xnor2_1, 263 x clkdlybuf4s50_1, 262 x dfrtp_1",
grt,gr-max-usage-layer,"met1",
floorplanning,die_h,249,um
logic_synthesis,yosys_warnings,8,
setup_path,arrival,13.93,ns
setup_path,r2r_slack,10.14,ns
floorplanning,std_cell_rows,90,
logic_synthesis,ys_async_sr_fraction,50.6,%
setup_path,path_buffers,1,
route,n_antenna_cell,0,
logic_synthesis,synth_flop_count,518,
setup_path,path_class,"flop to output pin",
timing,setup_viol,0,
grt,grtUsageTotal,23.5,%
route,via_count,17920,
clocking,clock_path_buffers,3,
layout,drive_gt1_share,8.39,%
grt,antenna_found_initial,0,
logic_synthesis,synth-simple-area-share,8.21,%
setup_path,path_max_fanout,1,
clocking,clk_pin_slew,0.05,ns
setup_path,end_kind,"output pin",
placed_design,dp_hpwl,55600,um
floorplanning,fp.dieW,249,um
==> cell usage after synthesis (5+ instances only) <==
master | n | area share (%)
edfxtp_1 | 68 | 8.4
dlxtn_1 | 124 | 7.6
xor2_1 | 152 | 5.4
a21oi_1 | 159 | 3.3
and2_1 | 6 | 0.15
and3_1 | 15 | 0.38
clkbuf_1 | 67 | 1.0
o21bai_1 | 28 | 0.86
and4_1 | 10 | 0.36
nand2b_1 | 7 | 0.18
a221o_1 | 8 | 0.33
buf_2 | 16 | 0.33
nor3_1 | 26 | 0.53
a21boi_0 | 6 | 0.18
dfrtp_1 | 262 | 27
nor2_1 | 92 | 1.4
xnor2_1 | 275 | 9.9
o21a_1 | 9 | 0.28
dlxtp_1 | 64 | 3.9
a222oi_1 | 5 | 0.20
xnor2_2 | 6 | 0.40
o211ai_1 | 6 | 0.18
nor2b_1 | 7 | 0.18
a22oi_1 | 12 | 0.37
ha_1 | 135 | 6.9
nand3_1 | 37 | 0.76
o21ai_1 | 9 | 0.18
nand2_1 | 166 | 2.5
a31oi_1 | 20 | 0.51
inv_1 | 76 | 1.2
nand4_1 | 28 | 0.72
o31ai_1 | 13 | 0.40
o21ai_0 | 117 | 2.4
a21o_1 | 90 | 2.8
a211oi_1 | 10 | 0.31
nor4_1 | 7 | 0.18
mux2_2 | 97 | 4.5
==> worst max-delay path by stage <==
stage / start / to / slack, ns / cells after the start
4_1_cts: final_value.temp_out[0] / hout[0] / 6.12 / 1
6_report: final_value.temp_out[1] / hout[1] / 6.15 / 1
5_1_grt: final_value.temp_out[1] / hout[1] / 6.08 / 1
==> registers in the layout, summed over array words and instances (netlist names), 57 cells and up <==
name                   count
addh.dout                 64
final_value.speck_mem     64
regy.dout                 64
bf2.m2r                   62
bf1.m2r                   62
regk1.dout                64
bf1h.m2r                  64
regx.dout                 57
==> cells by family (layout without fill, tap and decap cells) <==
group | count (synthesis) | count (layout)
compound gates | 544 | 544
xor+xnor | 436 | 436
simple gates | 425 | 425
flops | 330 | 330
latches | 188 | 188
buf+inv | 163 | 495
fa+ha+maj | 137 | 137
mux | 102 | 102
==> per-layer routing <==
metal | up-vias | share of wire [%]
met1 | 8589 | 47
met4 | 0 | 1.9
li1 | 8759 | -
met3 | 89 | 5.4
met2 | 483 | 46
met5 | - | 0
==> through the flow <==
step / std cells / hold slack (ns) / setup slack [ns] / util [%]
global route: 3439 / 0.439 / 6.08 / 48.9
global placement: 3296 / 0.398 / 5.86 / 46.1
detailed placement: 3296 / 0.409 / 5.84 / 46.1
CTS: 3439 / 0.415 / 6.12 / 48.9
finish: 3439 / 0.412 / 6.15 / 48.9
floorplan: 2325 / 0.386 / 4.29 / -
==> layout make-up <==
| type | instances | area [um2] |
|---|---|---|
| multi-input cells | 1644 | 12400 |
| well taps | 782 | 978 |
| inverters | 75 | 289 |
| flip-flops and latches | 518 | 11400 |
| clock buffers | 53 | 1200 |
| repair buffers | 276 | 2730 |
| clock inverters | 91 | 480 |
| fillers | 5350 | 30900 |
