## flow/run.sh

```bash
#!/bin/bash
# OpenROAD 26Q1-2900-gdf79404cd8, Yosys 0.63+post, stock flow scripts
make -C /OpenROAD-flow-scripts/flow DESIGN_CONFIG=/design/flow/config.mk WORK_HOME=/design/flow/orfs finish
```

## flow/config.mk

```make
export PLATFORM = sky130hd
export DESIGN_NAME = write_rc4
export DESIGN_NICKNAME = write_rc4
export VERILOG_FILES = /design/flow/design.v
export SDC_FILE = /design/flow/constraint.sdc
export NUM_CORES = 4
export LEC_CHECK = 1
export CORE_UTILIZATION = 50
```

## flow/constraint.sdc

```tcl
current_design write_rc4

set clk_period 2.5
set clk_io_pct 0.2

create_clock -name clk0 -period $clk_period [get_ports {clk}]

set non_clock_inputs [all_inputs -no_clocks]
set_input_delay [expr $clk_period * $clk_io_pct] -clock clk0 $non_clock_inputs
set_output_delay [expr $clk_period * $clk_io_pct] -clock clk0 [all_outputs]
```

## flow/design.v

```verilog
`timescale 1ns / 1ps
module write_rc4(input [3:0] addi,in,addo,
             input clk,wr_1,rd_1,
             output[3:0] out,
             output [31:0] final_out
    );
    reg [3:0] memory [0:15];
    reg [3:0] temp_out;
    assign out=temp_out;
    always @ (posedge clk)
    begin  
             if(wr_1 && !rd_1)
                memory[addi] <= in;
             else if (rd_1 && !wr_1)
               temp_out<=memory[addo];
    end
    wire [3:0] xor0, xor1, xor2, xor3, xor4, xor5, xor6, xor7;
    assign xor0 = memory[0] ^ memory[2];
    assign xor1 = memory[1] ^ memory[3];
    assign xor2 = memory[4] ^ memory[6];
    assign xor3 = memory[5] ^ memory[7];
    assign xor4 = memory[8] ^ memory[10];
    assign xor5 = memory[9] ^ memory[11];
    assign xor6 = memory[12] ^ memory[14];
    assign xor7 = memory[13] ^ memory[15];
    assign final_out = {xor0, xor1, xor2, xor3, xor4, xor5, xor6, xor7};
endmodule
```

==> results_dict.tcl <==
# place-and-route summary
set metrics [dict create \
    overflow 0 \
    worst_setup_path_start_kind "flip-flop" \
    irDropWorstVdd_v 0.000455 \
    seqPwrFrac_pct 60.4 \
    layout-drive-gt1-share_pct 7.39 \
    clk_path_buf_depth 2 \
    num_vias 1679 \
    boundaryPins 51 \
    timing.final.crit_share_pct 79.9 \
    drt_first_pass_iters 4 \
    maxSlewHeadroom_pct 58.0 \
    port_buffers 50 \
    setup_viol 0 \
    finalPower_mw 2.12 \
    grt_max_degree 17 \
    period_needed_ns 2.00 \
    cts-buffers-inserted 9 \
    mostFrequentLayoutCell "edfxtp_1" \
    yosys.stat.seqShare_pct 67.8 \
    tool_warnings 26 \
    die_h_um 79.6 \
    power_density_nw_per_um2 564 \
    cts_root_buf "clkbuf_8" \
    met1_length_um 2440 \
    cts_setup_buffers 0 \
    grt_pass1_vias 1796 \
    ys_types 18 \
    final_max_slew_viol_count 0 \
    final.setup.tns_ns 0 \
    cts.clk_slew.worst_paths_ns 0.06 \
    path_class "flip-flop to primary output" \
    required_ns 2.00 \
    ctsHoldBuffers 0 \
    avgSynthCellArea_um2 18.4 \
    yosys_cells 164 \
    ys_warn_count 1 \
    p_clk_share_pct 32.4 \
    clk_latency_ns 0.33 \
    yosys_area_um2 3010 \
    cp_max_fo 2 \
    via_per_inst 5.56 \
    switching_share_pct 20.1 \
    avgRoutedWirePerCell_um 18.6 \
    p_sw_uw 427 \
    synth_flop_count 68 \
    core_util_floorplan_pct 53.4 \
    grt.total_usage_pct 21.3 \
    synthToLayoutAreaGrowth_pct 24.8 \
    antenna_left 0 \
    total_leakage_power_nw 1.29 \
    min_path_type "flip-flop to flip-flop" \
    crit_path_end_kind "primary output" \
    drt-initial-drc-count 47 \
    rsz0062_at_grt "false" \
    top_layer_used "met4" \
    route.met2.wl_um 2500 \
    syn_area_um2 3010 \
    dp.cells 287 \
    ctsResizeCount 0 \
    max_freq_mhz 500 \
    cts_tree "yes" \
    fin_skew_ns 0.00706 \
    cts_num_sinks 68 \
    gp_congestion 0.850 \
    die_w_um 79.6 \
    p_comb_share_pct 7.2 \
    setup_slack_ns 0.501 \
    worstMarginPinSlew_ns 0.628 \
    dr_wl_met3_um 559 \
    place_hpwl_um 4040 \
    wl_um 5630 \
    p_int_mw 1.69 \
    route.antenna.diode_count 0 \
    pre_cts_ws_ns 0.151 \
    final_cell_mix "edfxtp_1 (68), clkdlybuf4s50_1 (50), xor2_1 (32), mux4_1 (15), nor2_1 (13)" \
    outcome "finished clean" \
    critical_path_arrival_ns 1.50 \
    die_area_um2 6340 \
    num_rows 27 \
    postSynthCellCount 164 \
    antenna_found_initial 0 \
    htree_num_levels 3 \
    maxCapViolations 0 \
    grt_pass1_wl_um 8850 \
    drc 0 \
    finalHoldViolations 0 \
    layout.cells.non_filler 302 \
    core_um2 5640 \
    utilization_pct 66.6 \
]
cell type report:
cell class | count | area (µm²)
clock buffers | 10 | 128
clock inverters | 5 | 20.0
fillers | 377 | 1880
multi-input cells | 92 | 928
flip-flops and latches | 68 | 2040
well taps | 72 | 90.1
repair buffers | 55 | 551
metrics by stage:
stage               hold WS, ns  area (µm²)
global placement          0.800        3610
floorplan                 0.599        3010
detailed placement        0.814        3610
CTS                       0.837        3760
global route              0.875        3760
finish                    0.831        3760
worst max-delay path, stage by stage (launching register included):
cell and delay [ns]:
edfxtp_1 0.39, xor2_1 0.27, clkdlybuf4s50_1 0.51
synthesized netlist by cell type:
cell	count	area share, %
nand2_1	6	0.75
a22oi_2	1	0.42
nand2b_1	3	0.62
nand4bb_1	1	0.37
mux4_1	15	13
nor3_1	4	0.66
nand3_1	8	1.3
nor2_1	13	1.6
xor2_1	32	9.3
edfxtp_1	68	68
a22oi_1	3	0.75
mux4_2	1	0.75
nor3b_1	1	0.25
nor2b_1	3	0.62
buf_12	1	0.66
buf_6	1	0.37
nand4b_1	1	0.29
buf_2	2	0.33
per-layer routing:
metal  vias to the layer above  GRT usage (%)
met4                         0           4.18
met3                        13           9.74
met5                         -              0
met2                        89           28.8
met1                       802           37.2
li1                        775              -
sequential cells by signal, summed over array words and instances (netlist names):
signal and cells:
temp_out 4, memory 64
cells by family after synthesis:
kind of cell	count (synthesis)	synth area share, %
compound gates	4	1.16
buf+inv	4	1.37
mux	16	13.8
xor+xnor	32	9.31
simple gates	40	6.52
flops	68	67.8
final timing paths:
| check | start | endpoint | slack, ns | cells after the start |
|---|---|---|---|---|
| worst min-delay path | memory[11][2] | temp_out[2] | 0.83 | 3 |
| worst min register to register | memory[11][2] | temp_out[2] | 0.83 | 3 |
| worst max-delay path | memory[12][0] | final_out[4] | 0.50 | 2 |
| worst max register to register | memory[2][2] | temp_out[2] | 0.99 | 3 |
power groups by stage:
stage     Sequential (mW)  Clock (mW)  Combinational [mW]
4_1_cts              1.28       0.700               0.153
6_report             1.28       0.688               0.153
5_1_grt              1.28       0.752               0.165
No activity file was given, so power comes from the tool's default toggle rates.
