==> ./design.v <==
`timescale 1ns / 1ps
module Top_module_controlpath(clk,reset_1,eqz,start_rc4,start_speck,X,H1,K1,Y1);
input clk,eqz,reset_1;
output reg start_rc4,start_speck;
output reg [63:0] X,H1,K1,Y1;
reg [2:0]state;
parameter S0=3'b000,S1=3'b001,S2=3'b010,S3=3'b011,S4=3'b100,S5=3'b101,S6=3'b110;
always @(posedge clk)
begin
  case(state)
  S0:  begin #2if(!reset_1)state<=S1;end
  S1:  begin  state<=S2;end
  S2:  begin  state<=S3;end
  S3:  begin  state<=S4;end
  S4:  begin  #2if(eqz)state<=S5;end
  S5:  begin state<=S6; end
  S6:  begin state<=S6; end
  default:  state<=S0;
  endcase
end
always @(state)
begin
  case(state)
  S0: begin start_speck=0;start_rc4=0;
        X  = 64'hAD345F789EBC2EF1;
        H1 = 64'h6A09E6671A34C678;
        K1 = 64'hBB67AE8523456789;
        Y1 = 64'h6A09E66734567891;
    end
  S1: begin start_speck=0;start_rc4=0;end
  S2: begin start_speck=0;start_rc4=0;end
  S3: begin start_speck=0;start_rc4=0;end
  S4: begin start_speck=1;start_rc4=0;end
  S5: begin start_rc4=1;end
  S6: begin start_rc4=1;end
  default: begin start_speck=0;start_rc4=0; X=64'hAD345F789EAC2EF1;H1 = 64'h6A09E6671A34C678;
             K1 = 64'hBB27AE8523456789;Y1 = 64'h6A09E66734567891;end
  endcase
end
endmodule
==> ./run.sh <==
#!/bin/bash
# OpenROAD 26Q1-2900-gdf79404cd8, Yosys 0.63+post, stock flow scripts
make -C /OpenROAD-flow-scripts/flow DESIGN_CONFIG=/design/flow/config.mk WORK_HOME=/design/flow/orfs finish
==> ./config.mk <==
export PLATFORM = sky130hd
export DESIGN_NAME = Top_module_controlpath
export DESIGN_NICKNAME = Top_module_controlpath
export VERILOG_FILES = /design/flow/design.v
export SDC_FILE = /design/flow/constraint.sdc
export NUM_CORES = 4
export LEC_CHECK = 1
export CORE_AREA = 10 10 108 108
export DIE_AREA = 0 0 118 118
==> ./constraint.sdc <==
current_design Top_module_controlpath

set clk_period 1.8
set clk_io_pct 0.2

create_clock -name clk0 -period $clk_period [get_ports {clk}]

set non_clock_inputs [all_inputs -no_clocks]
set_input_delay [expr $clk_period * $clk_io_pct] -clock clk0 $non_clock_inputs
set_output_delay [expr $clk_period * $clk_io_pct] -clock clk0 [all_outputs]
==> run summary <==
Post-Syn Area - 0.00212 sq mm
fillcell total - 1057
die area - 0.0139 sq mm
Worst Hold Class - reg -> reg
Clock Power Share - 26.6%
ant diodes - 0
cell family with most CP delay - flip-flops
root buf cell - clkbuf_8
cts-stage hold buffer count - 0
CP peak stage delay - 390 ps
endpoints left unconstrained - 5
Synth cell types - 14
Placement Rows - 35
r2r setup slk - 600 ps
required time at the worst-slack endpoint - 1440 ps
Tmin final - 1440 ps
WP data arrival - 1080 ps
Area Overhead vs Synth - -31.9%
DRT Wirelength - 3700 microns
CP Cell Sequence - xor2_1 > and2_1 > dlymetal6s2s_1
post-synthesis area per instance - 7.70 sq um
logic area - 0.00102 sq mm
Sw Ratio - 30.5%
P per Cell Area - 506 mW/mm^2
Setup-failing EPs final - 0
post-route ant nets - 0
worst setup path category - reg -> out
CP Launch Type - flop
Slew Viols, Final - 0
YS chip area - 0.00212 sq mm
Critical Path End Type - primary output
flops out of synthesis - 5
Switching Power - 0.222 mW
die width - 118 microns
gr usage total - 3.99%
GP Congestion - 0.740
Cell Area, Placed - 0.00137 sq mm
layout cell share with drive strength beyond 1 - 2.81%
die height - 118 microns
vias in the first global route - 1035
CORE AREA - 0.00928 sq mm
Via Count - 804
global-route wire length before repair - 5000 microns
VDD IR max - 0.275 mV
drt via density - 1.94
RSZ-0062 raised after global routing - no
Routed WL per cell - 8.94 microns
# IOs - 261
leakage - 0.976 nW
RR Startpoint - state[2]
hold_sp - state[2]
Cell Int Power - 0.507 mW
register area - 120 sq um
yosys cell count - 275
fin area - 0.00144 sq mm
Iter 0 DRT Violations - 9
Max-cap violations - 0
Slowest cell on crit path - edfxtp_1
critical path peak fanout - 2
Bufs and invs on worst path - 1
R2R cell count - 2
register pins left without a clock - 2
status - finished, final reports clean
Synth Instances - 275
CTS max path bufs - 2
Worst Hold End - state[2]
largest net degree at the start of global routing - 8
CTS tree - yes
Clk Latency, worst-skew pair - 210 ps
Clock Pin Slew Worst Setup and Hold Paths - 30 ps
grt total ovfl - 0
DRT Pass-1 Iters - 3
tally of OpenROAD warnings - 25
fmax - 694 MHz
port bufs - 6
TNS Setup - 0 ps
Max Clock Skew - 0.154 ps
Comb pwr share - 46.1%
CTS buffer count - 3
hold path cells - 2
Pre-Place Util - 22.8%
post-DP HPWL - 3610 microns
initial antenna violation count - 0
Synth warnings - 1
Sequential Power Share - 27.3%
Max H-tree Level - 1
RR Endpoint - state[1]
drt drc - 0
Final Hold Viols - 0
Final period util - 80.1%
-- sequential cells by signal, indices dropped and copies added, names as in the netlist --
name / count
K1: 1
start_speck: 1
state: 3
-- cells in the mapped netlist --
| master | number | share of area, % |
|---|---|---|
| nor3_1 | 1 | 0.24 |
| xor2_1 | 1 | 0.41 |
| xnor2_1 | 1 | 0.41 |
| and2_1 | 2 | 0.59 |
| and3_2 | 1 | 0.35 |
| nand2_1 | 2 | 0.35 |
| edfxtp_1 | 3 | 4.3 |
| nor2_1 | 2 | 0.35 |
| buf_4 | 255 | 90 |
| o211ai_1 | 1 | 0.35 |
| clkbuf_2 | 1 | 0.24 |
| dlxtn_1 | 2 | 1.4 |
| conb_1 | 2 | 0.35 |
| a21oi_1 | 1 | 0.24 |
-- cells in the final DEF, fill, tap and decap left out --
master           count
conb_1             254
clkdlybuf4s50_1      5
buf_4                4
clkbuf_8             3
edfxtp_1             3
dlxtn_1              2
and2_1               2
nor2_1               2
nand2_1              2
xor2_1               1
a21oi_1              1
nor3_1               1
xnor2_1              1
and3_2               1
o211ai_1             1
clkbuf_1             1
dlymetal6s2s_1       1
-- cells by family after synthesis --
family	synth area share (%)
AND-OR/OR-AND	0.591
XOR/XNOR	0.828
buffers and inverters	90.7
latches	1.42
AND/OR/NAND/NOR	1.89
flip-flops	4.26
other	0.355
-- final cells by class --
type,count,share of cell area [%]
clock buffers,4,3.12
multi-input cells,266,70.9
flip-flops and latches,5,8.33
well taps,129,11.2
repair buffers,10,6.42
-- stage by stage --
stage               cells  util [%]  hold slack (ps)  total power [mW]  setup WS [ps]
finish                414      15.5              697             0.729            358
global route          414      15.5              731             0.827            278
floorplan             527         -              619             0.732            680
global placement      407      14.8              658             0.494            144
CTS                   414      15.5              687             0.758          0.223
detailed placement    407      14.8              653             0.493            122
-- how the worst max path moves through the flow --
stage                     from         to  slack, ps  cells past startpoint
final                 state[0]  start_rc4        360                      3
after global routing  state[0]  start_rc4        280                      3
after CTS             state[1]  start_rc4        0.2                      3
-- power groups by stage --
stage | sequential, mW | combinational, mW | clock [mW]
CTS | 0.198 | 0.360 | 0.200
global route | 0.203 | 0.412 | 0.213
finish | 0.199 | 0.336 | 0.194
-- tightest hold or removal path, cell delays in order, from the launching register on --
cell      delay [ps]
edfxtp_1         330
buf_4            140
xnor2_1          120
-- metal layers --
| layer | wire length [microns] | track usage (%) | part of all wire, % | vias to the layer above |
|---|---|---|---|---|
| li1 | - | - | - | 341 |
| met5 | 0 | 0 | 0 | - |
| met3 | 617 | 2.72 | 17 | 2 |
| met4 | 21 | 0.541 | 0.57 | 0 |
| met1 | 1110 | 3.14 | 30 | 334 |
| met2 | 1960 | 7.87 | 53 | 127 |
-- repair_timing --
action | in CTS | in global routing
buffers inserted | 3 | 0
hold endpoints to repair | 0 | 0
pin swaps | 2 | 2
resized | 0 | 1
setup endpoints to repair | 1 | 1
Power is estimated from default activity; no workload was simulated.
